==> flow/design.v <==
`timescale 1ns / 1ps
module controller_basic(opcode, funct3, funct7, alu_ctrl, mux2_ctrl, mux3_ctrl, reg_write, is_call, is_branch, is_uformat, is_load, is_store, is_auipc, mux1_ctrl, sb_kind);
    input [6:0] opcode;
    input [2:0] funct3;
    input [6:0] funct7;
    output reg [3:0] alu_ctrl;
    output reg mux2_ctrl, mux3_ctrl, reg_write, is_call, is_branch, is_uformat, is_load, is_store, is_auipc;
    output reg [2:0] mux1_ctrl, sb_kind;
    always @(opcode)
        begin
            case (opcode)
                7'b0110011 : begin                
                             mux1_ctrl = 3'b111;
                             mux2_ctrl = 1'b1;
                             mux3_ctrl = 1'b1;
                             is_branch = 1'b0;
                             is_uformat = 1'b0;
                             sb_kind = 3'b111;    
                             is_load = 1'b0;
                             is_store = 1'b0;
                             is_call = 1'b0;
                             reg_write = 1'b1;
                             is_auipc = 1'b0;
                            case (funct3)
                                3'b000 : begin 
                                            if (funct7 == 7'b0000000)
                                                alu_ctrl = 4'b0000;   
                                            else
                                                alu_ctrl = 4'b0001;   
                                         end
                                3'b001 : alu_ctrl = 4'b0010;   
                                3'b010 : alu_ctrl = 4'b0011;   
                                3'b011 : alu_ctrl = 4'b0100;   
                                3'b101 : if (funct7 == 7'b0000000)
                                            alu_ctrl = 4'b0101;   
                                         else 
                                            alu_ctrl = 4'b0110;   
                                3'b100 : alu_ctrl = 4'b0111;   
                                3'b110 : alu_ctrl = 4'b1000;   
                                3'b111 : alu_ctrl = 4'b1001;   
                             endcase
                             end
                7'b0010011 : begin                
                             mux1_ctrl = 3'b000;
                             mux2_ctrl = 1'b1;
                             mux3_ctrl = 1'b0;
                             is_branch = 1'b0;
                             is_uformat = 1'b0;
                             sb_kind = 3'b111;    
                             is_load = 1'b0;
                             is_store = 1'b0;
                             is_call = 1'b0;
                             reg_write = 1'b1;
                             is_auipc = 1'b0;
                            case (funct3)
                                3'b000 : alu_ctrl = 4'b0000;
                                3'b001 : alu_ctrl = 4'b0010;
                                3'b010 : alu_ctrl = 4'b0011;
                                3'b011 : alu_ctrl = 4'b0100;
                                3'b101 : if (funct7 == 7'b0000000)
                                            alu_ctrl = 4'b0101;
                                         else
                                            alu_ctrl = 4'b0110;
                                3'b110 : alu_ctrl = 4'b1000;
                                3'b111 : alu_ctrl = 4'b1001;
                            endcase
                            end
                7'b0000011 : begin               
                             mux1_ctrl = 3'b000;
                             mux2_ctrl = 1'b1;
                             mux3_ctrl = 1'b0;
                             is_branch = 1'b0;
                             is_uformat = 1'b0;
                             sb_kind = 3'b111;    
                             is_load = 1'b1;
                             is_store = 1'b0;
                             is_call = 1'b0;
                             reg_write = 1'b1;
                             alu_ctrl = 4'b0000;
                             is_auipc = 1'b0;
                             end
                7'b0100011 : begin                   
                             mux1_ctrl = 3'b001;
                             mux2_ctrl = 1'b1;
                             mux3_ctrl = 1'b0;
                             is_branch = 1'b0;
                             is_uformat = 1'b0;
                             sb_kind = 3'b111;    
                             is_load = 1'b0;
                             is_store = 1'b1;
                             is_call = 1'b0;
                             reg_write = 1'b0;
                             alu_ctrl = 4'b0000;
                             is_auipc = 1'b0; 
                             end
                7'b0110111 : begin                   
                             mux1_ctrl = 3'b010;
                             mux2_ctrl = 1'b1;       
                             mux3_ctrl = 1'b1;       
                             is_branch = 1'b0;
                             is_uformat = 1'b1;
                             sb_kind = 3'b111;    
                             is_load = 1'b0;
                             is_store = 1'b0;
                             is_call = 1'b0;
                             reg_write = 1'b1;
                             alu_ctrl = 4'b0000;   
                             is_auipc = 1'b0;
                             end
                7'b0010111 : begin                   
                             mux1_ctrl = 3'b010;
                             mux2_ctrl = 1'b0;      
                             mux3_ctrl = 1'b0;      
                             is_branch = 1'b0;
                             is_uformat = 1'b0;
                             sb_kind = 3'b111;    
                             is_load = 1'b0;
                             is_store = 1'b0;
                             is_call = 1'b0;
                             reg_write = 1'b1;
                             alu_ctrl = 4'b0000;
                             is_auipc = 1'b1;
                             end
                7'b1100011 : begin                   
                             mux1_ctrl = 3'b011;
                             mux2_ctrl = 1'b0;       
                             mux3_ctrl = 1'b0;       
                             is_branch = 1'b1;      
                             is_uformat = 1'b0;
                             is_load = 1'b0;
                             is_store = 1'b0;
                             is_call = 1'b0;
                             reg_write = 1'b0;
                             alu_ctrl = 4'b0000;
                             is_auipc = 1'b0;
                            case (funct3)
                                3'b000 : sb_kind = 3'b000;   
                                3'b001 : sb_kind = 3'b001;   
                                3'b101 : sb_kind = 3'b010;   
                                3'b100 : sb_kind = 3'b011;   
                                3'b110 : sb_kind = 3'b100;   
                                3'b111 : sb_kind = 3'b101;   
                                default : sb_kind = 3'b111;
                            endcase
                            end
                7'b1101000 : begin                   
                             mux1_ctrl = 3'b100;
                             mux2_ctrl = 1'b0;      
                             mux3_ctrl = 1'b0;      
                             is_branch = 1'b0;
                             is_uformat = 1'b0;
                             sb_kind = 3'b111;    
                             is_load = 1'b0;
                             is_store = 1'b0;
                             is_call = 1'b1;
                             reg_write = 1'b1;
                             alu_ctrl = 4'b0000;
                             is_auipc = 1'b0;
                             end
                7'b1100111 : begin               
                             mux1_ctrl = 3'b100;
                             mux2_ctrl = 1'b1;      
                             mux3_ctrl = 1'b0;      
                             is_branch = 1'b0;
                             is_uformat = 1'b0;
                             sb_kind = 3'b111;    
                             is_load = 1'b0;
                             is_store = 1'b0;
                             is_call = 1'b1;
                             reg_write = 1'b1;
                             alu_ctrl = 4'b0000;
                             is_auipc = 1'b0;
                             end
                default : begin              
                             mux1_ctrl = 3'b111;
                             mux2_ctrl = 1'b1;      
                             mux3_ctrl = 1'b0;      
                             is_branch = 1'b0;
                             is_uformat = 1'b1;
                             sb_kind = 3'b111;    
                             is_load = 1'b0;
                             is_store = 1'b0;
                             is_call = 1'b0;
                             reg_write = 1'b0;
                             alu_ctrl = 4'b0000;
                             is_auipc = 1'b0;
                             end
                endcase         
        end
endmodule
==> flow/run.sh <==
#!/bin/bash
# OpenROAD 26Q1-2900-gdf79404cd8, Yosys 0.63+post, stock flow scripts
make -C /OpenROAD-flow-scripts/flow DESIGN_CONFIG=/design/flow/config.mk WORK_HOME=/design/flow/orfs finish
==> flow/config.mk <==
export PLATFORM = sky130hd
export DESIGN_NAME = controller_basic
export DESIGN_NICKNAME = controller_basic
export VERILOG_FILES = /design/flow/design.v
export SDC_FILE = /design/flow/constraint.sdc
export NUM_CORES = 4
export LEC_CHECK = 1
export CORE_AREA = 10 10 70 70
export DIE_AREA = 0 0 80 80
==> flow/constraint.sdc <==
current_design controller_basic

set clk_period 2.9
set clk_io_pct 0.2

create_clock -name clk0 -period $clk_period

set non_clock_inputs [all_inputs -no_clocks]
set_input_delay [expr $clk_period * $clk_io_pct] -clock clk0 $non_clock_inputs
set_output_delay [expr $clk_period * $clk_io_pct] -clock clk0 [all_outputs]
==> results.py <==
# Metrics from the implementation run
metrics = {
    "status": {
        "outcome": "complete, no violations",
    },
    "layout": {
        "final_layout_top_logic_cells": "clkdlybuf4s50_1 (31), buf_4 (10), nand2_1 (9)",
        "largest_register_ffs": 4,
        "layout-drive-gt1-share_pct": 16.2,
        "fill_cells": 378,
        "postLayoutCoreUtil_pct": 28.5,
        "lay_top_count": "clkdlybuf4s50_1",
        "fin_cells": 157,
        "areaGrowthSynthToFinish_pct": 111,
    },
    "worst_setup_path": {
        "required_ns": 2.32,
        "worstSetupEndpoint": "mux1_ctrl[2]",
        "critPathArrivalTime_ns": 2.23,
        "cp_max_fo": 6,
        "startpoint": "opcode[5]",
        "start_kind": "input port",
        "crit_type": "input port to primary output",
        "critPathCaptureType": "primary output",
    },
    "die": {
        "ios": 36,
        "coreArea_mm2": 0.00342,
        "rows": 21,
        "die_width_um": 80,
        "initCoreUtil_pct": 13.5,
        "die-area_mm2": 0.00640,
        "die_h_um": 80,
    },
    "run": {
        "tool_warnings": 33,
        "max_cap_viol_count": 0,
    },
    "logic_synthesis": {
        "ys_warn_count": 1,
        "yosysChipArea_um2": 460,
        "netlist_instances": 71,
        "yosys_cells": 71,
        "syn-cell-area_um2": 460,
        "yosysUniqueCellTypes": 28,
        "area_leaders": "dlxtn_1 (13%), a21oi_1 (8.7%), nand2_1 (7.3%), nor2b_1 (6.8%), o21ai_0 (5.4%)",
        "flop_cell": "dlxtn_1",
        "avgSynthCellArea_um2": 6.49,
        "yosys.area.top_type_share_pct": 13.0,
        "async_flop_share_pct": 0,
        "edf_count": 0,
        "top_area_cell": "dlxtn_1",
        "ys.flops": 4,
    },
    "final_timing": {
        "unconstrained_endpoints": 8,
        "period_used_pct": 96.8,
        "unclocked_regs": 4,
        "drv_slew": 0,
        "finalCriticalPeriod_ns": 2.81,
        "rsz0062_at_grt": "true",
        "hold_violations": 0,
        "setup_viol": 0,
        "worstMarginPinSlew_ns": 0.474,
        "fmax_mhz": 356,
        "tns_ns": 0,
        "max-slew-margin-rel_pct": 68.1,
    },
    "routing": {
        "dr.pass1.iters": 4,
        "totalWireLength_mm": 1.90,
        "drt_iter0_drc": 20,
        "met1_length_um": 899,
        "maxUsedRoutingLayer": "met3",
        "final_antenna_net_count": 0,
        "vias_per_cell": 4.13,
        "wl_per_cell_um": 12.1,
        "diodes": 0,
        "drc_errors": 0,
        "vias": 648,
        "wl_met3_um": 182,
        "dr_wl_met2_um": 818,
    },
    "pwr": {
        "power.leakage_nw": 0.400,
        "power.density_mw_per_mm2": 79.2,
        "power_uw": 77.1,
        "ir_worst_vdd_v": 0.0000363,
    },
    "global_routing": {
        "grt_pass1_vias": 623,
        "overflow": 0,
        "antenna_found_initial": 0,
        "track_usage_pct": 5.46,
        "grt_pass1_wl_mm": 2.99,
        "grt_max_degree": 13,
    },
    "clocking": {
        "cts_hold_buf": 0,
    },
    "placed_design": {
        "place_hpwl_mm": 1.57,
        "dp.cells": 154,
        "gp_congestion": 0.789,
        "io_buffers": 36,
    },
    "worst_hold_path": {
        "min_path_type": "input port to primary output",
    },
}
[power by group]
group          switching, mW  internal, mW  total [mW]
clock                      0             0           0
sequential      0.0000000644      0.000100    0.000100
combinational         0.0324        0.0445      0.0770
total                 0.0324        0.0446      0.0771
[worst max-delay path, stage by stage]
cell,delay (ns)
clkdlybuf4s50_1,0.51
or2_2,0.37
a21o_1,0.19
a21o_1,0.16
clkdlybuf4s50_1,0.42
[metrics by stage]
| stage | hold slack, ns | instance area, um2 | worst slack, ns |
|---|---|---|---|
| after global routing | 1.80 | 973 | -0.0678 |
| after global placement | 2.20 | 907 | -0.122 |
| after CTS | 2.06 | 942 | 0.000981 |
| after floorplan | 1.18 | 460 | 0.803 |
| after detailed placement | 2.20 | 907 | -0.160 |
| final | 1.72 | 973 | 0.0935 |
[timing repair]
| item | 4_1_cts | 5_1_grt |
|---|---|---|
| setup endpoints to repair | 5 | 10 |
| pin swaps | 1 | 3 |
| cloned | 0 | 0 |
| buffers inserted | 2 | 1 |
| resized | 5 | 6 |
[layer usage]
metal / track usage, % / vias to the layer above
met2: 8.43 / 21
met3: 2.16 / 0
met5: 0 / -
li1: - / 344
met4: 0 / 0
met1: 7.43 / 283
[cell families after synthesis]
| group | Yosys count | synth area share, % |
|---|---|---|
| and+or+nand+nor | 37 | 46.5 |
| AOI/OAI and AO/OA | 21 | 30.4 |
| buffers and inverters | 7 | 5.98 |
| latches | 4 | 13.0 |
| xor gates and xnor gates | 1 | 1.90 |
| muxes | 1 | 2.17 |
[Yosys cell counts, types with 2 or more instances]
cell	instances
nand2b_1	3
a21oi_1	8
a21o_1	3
dlxtn_1	4
nor4_1	3
clkbuf_1	5
or2_2	2
and3_1	2
nand2_1	9
nor3_1	2
nor2_1	4
nand3b_1	2
nor2b_1	5
o21ai_0	5
[cell type report]
cell class | count | area (um2) | area share (%)
Inverter | 1 | 3.75 | 0.386
Sequential cell | 4 | 60.1 | 6.17
Timing Repair Buffer | 46 | 444 | 45.6
Multi-Input combinational cell | 60 | 408 | 41.9
Tap cell | 46 | 57.6 | 5.91
[worst min path at each step]
stage,cells after the start,start,to,slack (ns)
after CTS,4,opcode[0],is_auipc,2.06
after global routing,5,opcode[2],reg_write,1.80
final,5,opcode[4],reg_write,1.72
No activity file was given, so power comes from the tool's default toggle rates.
